[run.sh]
#!/bin/bash
# OpenROAD 26Q1-2900-gdf79404cd8, Yosys 0.63+post, stock flow scripts
make -C /OpenROAD-flow-scripts/flow DESIGN_CONFIG=/design/flow/config.mk WORK_HOME=/design/flow/orfs finish
[config.mk]
export PLATFORM = sky130hd
export DESIGN_NAME = add_cu
export DESIGN_NICKNAME = add_cu
export VERILOG_FILES = /design/flow/design.v
export SDC_FILE = /design/flow/constraint.sdc
export NUM_CORES = 4
export LEC_CHECK = 1
export CORE_AREA = 10 10 107 107
export DIE_AREA = 0 0 117 117
[constraint.sdc]
current_design add_cu

set clk_period 18.1
set clk_io_pct 0.2

create_clock -name clk0 -period $clk_period

set non_clock_inputs [all_inputs -no_clocks]
set_input_delay [expr $clk_period * $clk_io_pct] -clock clk0 $non_clock_inputs
set_output_delay [expr $clk_period * $clk_io_pct] -clock clk0 [all_outputs]
[design.v]
module add_cu
(
    a,
    b,
    res
);
input wire[31:0] a;
input wire[31:0] b;
output wire[31:0] res;
assign res = a + b;
endmodule
==> ci_impl_report.md <==
## PnR job results

| Metric | Value |
|---|---|
| Postcts setup bufs | `0` |
| Detailed placement HPWL | `5.60 mm` |
| Largest net degree at the start of global routing | `11` |
| Gate Area | `1680 um^2` |
| CP Cell Sequence | `clkdlybuf4s50_1, ha_1, fa_1, a21o_1, a31o_2, nand3_1, o221ai_1, a311oi_1, o21bai_1, xor2_1, clkdlybuf4s50_1` |
| Worst setup path class | `in -> out` |
| Ys Warns | `0` |
| # DRC | `0` |
| Final hold slack | `8.27 ns` |
| Avg Cell Area, Syn | `7.24 um^2` |
| P_leak | `0.00118 uW` |
| DR pass1 iterations | `6` |
| Relative slew slack | `61.6%` |
| CP max FO | `4` |
| Post-Route WL | `6.40 mm` |
| F_max | `0.0977 GHz` |
| # IOs | `96` |
| Clkbuf count | `0` |
| Worst min path class | `in -> out` |
| Number of DRC markers in iteration 0 | `83` |
| Crit path DRT | `14.48 ns` |
| Max stage delay on crit path | `0.50 ns` |
| Yosys stat area | `1740 um^2` |
| Diode count | `0` |
| Hold Buf Count CTS | `0` |
| Vias per cell | `4.85` |
| Overall power | `109 uW` |
| Wire length per cell | `14.6 um` |
| Period minus WS final | `10.23 ns` |
| Fraction of layout instances using a drive strength above 1 | `3.07%` |
| Final Hold Fails | `0` |
| Flop count | `0` |
| Max-Cap Viols | `0` |
| Slew Viols, Final | `0` |
| Seq share, synth | `0%` |
| Pwr/cell area | `38.8 nW/um^2` |
| Antenna Violating Nets Remaining | `0` |
| Vias in the first global route | `2103` |
| Global route total overflow | `0` |
| Core Region | `9200 um^2` |
| Outcome | `complete, no violations` |
| Slowest stage cell, crit path | `clkdlybuf4s50_1` |
| Mapped Area | `1740 um^2` |
| Commonest Layout Cell | `clkdlybuf4s50_1` |
| RSZ-0062 raised after global routing | `false` |
| Initial antenna violation count | `0` |
| Final GP Congestion | `0.828` |
| Die y size | `117 um` |
| Fp_density | `19.0%` |
| Die Wd | `117 um` |
| DIE AREA | `13700 um^2` |
| Crit end category | `output pin` |
| Rows | `35` |
| Max VDD drop | `15.2 uV` |
| Tot GR Track Use | `8.95%` |
| First-pass GRT wire length | `10.2 mm` |
| Startpoint types | `input pin` |
| Final WS setup | `7.87 ns` |
| I/O Buffers | `96` |
| Actual slew at the worst max-slew pin | `0.562 ns` |
| Setup TNS | `0 ns` |
| Total number of vias | `2120` |
| Fillers | `985` |
| Area Growth Syn to Fin | `60.5%` |
| Most frequent CP cell | `clkdlybuf4s50_1` |
| Register area | `0 um^2` |
| Number of cells in Yosys stat | `241` |
| Tool warnings | `32` |
| Most frequent cells in the layout | `96 x clkdlybuf4s50_1, 31 x ha_1, 29 x a21oi_1, 19 x a21o_1, 18 x nand2_1` |
| Final period util | `56.5%` |
| Final-report setup violation count | `0` |
| Syn Inst Count | `241` |
| Pre-CTS WS | `7.87 ns` |
| Arr. time, crit path | `6.61 ns` |
| Post_cts resized | `0` |
| Netlist cell types | `50` |
-- critical path, delay by kind of cell --
family | cells | cell delay [ns]
AND-OR/OR-AND | 5 | 1.21
AND/OR/NAND/NOR | 1 | 0.09
buffers and inverters | 2 | 0.91
XOR/XNOR | 1 | 0.14
adder cells (fa/ha/maj) | 2 | 0.64
-- cell families (layout without fill, tap and decap cells) --
kind of cell | Yosys count | after routing | synth area share (%)
adders and majority gates | 32 | 32 | 23.4
and+or+nand+nor | 65 | 65 | 18.3
muxes | 2 | 2 | 1.15
buffers and inverters | 17 | 102 | 3.80
xor gates and xnor gates | 28 | 28 | 14.1
AOI/OAI and AO/OA | 97 | 97 | 39.3
-- metrics by stage --
stage | std cells | instance area [um^2] | utilization, %
after global placement | 437 | 2800 | 30.4
after floorplan | 241 | 1740 | -
final | 437 | 2800 | 30.4
after detailed placement | 437 | 2800 | 30.4
after global routing | 437 | 2800 | 30.4
after CTS | 437 | 2800 | 30.4
-- cell type report --
type,count,share of cell area [%]
Inverter,6,0.804
Multi-Input combinational cell,224,59.9
Tap cell,111,4.96
Timing Repair Buffer,96,34.3
-- per-layer routing --
layer | vias up | GRT usage [%] | wire (um)
li1 | 1092 | - | -
met1 | 963 | 11.4 | 2840
met2 | 63 | 15.1 | 2880
met3 | 2 | 3.04 | 661
met4 | 0 | 0.247 | 14
met5 | - | 0 | 0
-- path summary, 6_finish.rpt --
check | slack, ns | to | cells past startpoint | startpoint
worst max-delay path | 7.87 | res[26] | 11 | a[0]
worst min-delay path | 8.27 | res[0] | 3 | b[0]
-- synthesized netlist by cell type (all sizes together), types with 3 or more instances --
cell	n	share of area, %
ha	31	22
a21oi	29	8.3
a21o	19	8.2
nand2	18	3.9
o21ai	15	4.5
xor2	15	7.5
xnor2	13	6.5
nor2	12	2.6
nand3	10	2.9
clkbuf	8	1.7
nand4	8	2.9
inv	6	1.3
o21bai	5	2.8
nor3	4	1.1
a211oi	3	1.3
a311oi	3	2.5
a31oi	3	1.1
buf	3	0.79
o211ai	3	1.3
or2	3	1.1
-- report_power, final --
| group | internal (uW) | switching, uW |
|---|---|---|
| clock network | 0 | 0 |
| registers | 0 | 0 |
| logic | 64.5 | 44.2 |
Power figures rest on the tool's default switching activity, not on a simulated workload.
